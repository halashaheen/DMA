[./config.mk]
export PLATFORM = sky130hd
export DESIGN_NAME = adder_32_simple
export DESIGN_NICKNAME = adder_32_simple
export VERILOG_FILES = /design/flow/design.v
export SDC_FILE = /design/flow/constraint.sdc
export NUM_CORES = 4
export LEC_CHECK = 1
export CORE_AREA = 10 10 85 85
export DIE_AREA = 0 0 95 95
[./constraint.sdc]
current_design adder_32_simple

set clk_period 24.1
set clk_io_pct 0.2

create_clock -name clk0 -period $clk_period

set non_clock_inputs [all_inputs -no_clocks]
set_input_delay [expr $clk_period * $clk_io_pct] -clock clk0 $non_clock_inputs
set_output_delay [expr $clk_period * $clk_io_pct] -clock clk0 [all_outputs]
[./design.v]
`timescale 1ns / 1ps
module adder_32_simple(a,b,out);
input [31:0] a,b;
output [31:0] out;
assign out=a+b;
endmodule
[./run.sh]
#!/bin/bash
# OpenROAD 26Q1-2900-gdf79404cd8, Yosys 0.63+post, stock flow scripts
make -C /OpenROAD-flow-scripts/flow DESIGN_CONFIG=/design/flow/config.mk WORK_HOME=/design/flow/orfs finish
==> CHANGELOG.md <==
### Implementation results

* Outcome: complete, no violations
* Yosys chip area at 0.001744 mm²
* Number of warnings printed during yosys synthesis at 0
* First-pass GRT wire length at around 9500 µm
* Cell total in the yosys stat output at 241
* Final period utilization at a little over half
* Setup tns final at 0 ns
* CP arrival at just under 8 ns
* Relative slew slack at between 60 and 70%
* Combined area of all synthesized cells at 0.001744 mm²
* Cell Rows at 27
* Post-synthesis to final-layout area growth at 57.75%
* Sequential cell area at 0 µm²
* Critical Path Sink Type: output pin
* Top cells by area in the synthesized netlist: sky130_fd_sc_hd__ha_1 (22%), sky130_fd_sc_hd__a21oi_1 (8.3%), sky130_fd_sc_hd__a21o_1 (8.2%)
* IR Drop Worst-Case VDD at ~12 µV
* Total length of routed met2 wires at 2547 µm
* Global route overflow at 0
* Number of clock-tree buffers in the layout at 0
* Metal3 WL at ~470 µm
* Final setup vio count at 0
* Total non-filler cell area in the finished layout at 0.002751 mm²
* Maximum clock frequency at 79.75 MHz
* Standard cell area after detailed placement at between 0.002 and 0.003 mm²
* Count of non-filler cells in the finished layout at slightly below 400
* Antenna diode count at 0
* Flop count at 0
* Number of max-cap violations at 0
* Wire length on met1 at ~2800 µm
* Horiz. Die Dim at ~95 µm
* Worst Path Class, Setup: input pin to output pin
* FP Core Util at approximately a third
* Vias per cell at between 5 and 6
* Data required time of the critical path at between 15 and 20 ns
* Ports at between 90 and 100
* Die Height at roughly 95 µm
* Cell depth of the worst min-delay path at 3
* Register share after synthesis at 0%
* Number of cells produced by synthesis at about 240
* Vias in the first global route at a little over 2,000
* Per-instance average area after synthesis at a little over 7 µm²
* Standard cell with the maximum stage delay on the critical path: sky130_fd_sc_hd__clkdlybuf4s50_1
* Drt first pass iters at 4
* Element type at the critical path start: input pin
* Core ar. at ~0.0055 mm²
* Quantity of I/O buffers inserted on ports at around 96
* Cell-by-cell trace of the critical path: clkdlybuf4s50_1 -> ha_1 -> fa_1 -> a21o_1 -> a31o_2 -> nand3_1 -> o221ai_1 -> a311oi_1 -> o21bai_1 -> xor2_1 -> clkdlybuf4s50_1
* Antenna Violating Nets Remaining at 0
* Quantity of gates resized following cts at 0
* Shortest clock period the worst path allows after layout at around 13 ns
* DRC at 0
* Routed wirelength normalized by instance count at between 10 and 15 µm
* Fraction of final layout cells with drive strength greater than 1 at 3.067%
* Leakage Power at 1.176 nW
* Final hold vios at 0
* Leading area contributor after synthesis: sky130_fd_sc_hd__ha_1
* Post-Route Hold Slack at 10.67 ns
* List of most frequent post-synthesis cells: sky130_fd_sc_hd__ha_1 (31), sky130_fd_sc_hd__a21oi_1 (29), sky130_fd_sc_hd__a21o_1 (19)
* Dpl hpwl at ~5100 µm
* Pin count of the biggest net entering global routing at 11
* Setup Buffers After CTS at 0
* Maximum fanout along the worst path at 4
* Overall via count from detail_route at between 2,000 and 2,500
* Count of warning messages emitted by the tools at 32
* Most common cell type on the critical path: sky130_fd_sc_hd__clkdlybuf4s50_1
* Total wire length after detailed routing at slightly below 6000 µm
* Number of unique standard cell types used by synthesis at around 50
* Quantity of hold-fixing buffers added after cts at 0
* Most frequent cell after synthesis: sky130_fd_sc_hd__ha_1
* RSZ-0062 raised after global routing: false
* Delay of the slowest cell on the worst path at 0.49 ns
* Top metal layer carrying routed signals: met4
* Dominant cell area share at ~22%
* Final slew viol count at 0
* Worst-margin pin slew at roughly 0.52 ns
* Path category of the worst min-delay check: input pin to output pin
* GRT Util Overall at 12.37%
* DRT iter0 DRCs at ~54
* Last weighted congestion value of the routability-driven placer at slightly above 0.9
* Power density over cell area at around 29 mW/mm²
* Area of the die at around 0.009 mm²
* Antenna violations before repair at 0
* Placed cells at 398
[power by group]
group | internal, mW | leakage [nW] | total [mW] | switching (mW)
clock | 0 | 0 | 0 | 0
combinational | 0.0483 | 1.18 | 0.0800 | 0.0318
sequential | 0 | 0 | 0 | 0
total | 0.0483 | 1.18 | 0.0800 | 0.0318
[path summary, 6_finish.rpt]
path / startpoint / to
setup / recovery: a[0] / out[26]
hold / removal: b[0] / out[0]
[stage by stage]
step / power [mW] / setup WS [ns] / utilization (%)
floorplan: 0.03854 / 12.63 / -
global placement: 0.08093 / 11.55 / 50.27
detailed placement: 0.08087 / 11.52 / 50.27
CTS: 0.08144 / 11.52 / 50.27
global route: 0.08918 / 11.32 / 50.27
finish: 0.08002 / 11.56 / 50.27
[cells by family after synthesis]
group	Yosys count	share of synthesized area [%]
buffers and inverters	17	3.802
XOR/XNOR	28	14.06
adder cells (fa/ha/maj)	32	23.39
AND-OR/OR-AND	97	39.31
AND/OR/NAND/NOR	65	18.29
multiplexers	2	1.148
[layout make-up]
type | instances | area, µm²
multi-input cells | 224 | 1678
fillers | 569 | 2721
repair buffers | 96 | 960.9
inverters | 6 | 22.52
well taps | 72 | 90.09
[cells in the final DEF, fill, tap and decap left out, types with 2 or more instances in the layout]
| cell | synthesis | final |
|---|---|---|
| sky130_fd_sc_hd__clkdlybuf4s50_1 | 0 | 96 |
| sky130_fd_sc_hd__ha_1 | 31 | 31 |
| sky130_fd_sc_hd__a21oi_1 | 29 | 29 |
| sky130_fd_sc_hd__a21o_1 | 19 | 19 |
| sky130_fd_sc_hd__nand2_1 | 18 | 18 |
| sky130_fd_sc_hd__xor2_1 | 15 | 15 |
| sky130_fd_sc_hd__o21ai_0 | 13 | 13 |
| sky130_fd_sc_hd__xnor2_1 | 13 | 13 |
| sky130_fd_sc_hd__nor2_1 | 12 | 12 |
| sky130_fd_sc_hd__nand3_1 | 10 | 10 |
| sky130_fd_sc_hd__nand4_1 | 8 | 8 |
| sky130_fd_sc_hd__inv_1 | 6 | 6 |
| sky130_fd_sc_hd__o21bai_1 | 4 | 4 |
| sky130_fd_sc_hd__nor3_1 | 4 | 4 |
| sky130_fd_sc_hd__or2_2 | 3 | 3 |
| sky130_fd_sc_hd__a211oi_1 | 3 | 3 |
| sky130_fd_sc_hd__o211ai_1 | 3 | 3 |
| sky130_fd_sc_hd__a31oi_1 | 3 | 3 |
| sky130_fd_sc_hd__o21a_1 | 2 | 2 |
| sky130_fd_sc_hd__o221ai_1 | 2 | 2 |
| sky130_fd_sc_hd__nand2b_1 | 2 | 2 |
| sky130_fd_sc_hd__o311ai_1 | 2 | 2 |
| sky130_fd_sc_hd__mux2i_1 | 2 | 2 |
| sky130_fd_sc_hd__a311oi_1 | 2 | 2 |
[routing by layer]
layer / vias to the layer above / global-route usage, %
met2: 61 / 21.05
met5: - / 0
met4: 0 / 0.6234
met1: 913 / 16.30
met3: 2 / 2.885
li1: 1103 / -
[worst max-delay path: cells and delay by family]
kind                       cells  cell delay, ns
adders and majority gates      2            0.64
AOI/OAI and AO/OA              5            1.13
buffers and inverters          2            0.89
and+or+nand+nor                1            0.09
xor gates and xnor gates       1            0.13
Power and IR drop assume default switching activity.
