==> design.v <==
`timescale 1ns / 1ps
module RegisterFile(readData1,readData2,readRegister1,readRegister2,writeRegister,writeData,regWrite,clk,tb_add,tb_da);
output reg [31:0]tb_da;
input [4:0]tb_add;
output wire  [31:0]readData1,readData2;
input [4:0] readRegister1,readRegister2,writeRegister;
input  [31:0]writeData;
input regWrite;
input clk;
reg [31:0]RF[0:31];
assign readData1=RF[readRegister1];
assign readData2=RF[readRegister2];
always @ *
begin
tb_da=RF[tb_add];
end
always@(posedge clk)
begin
if(regWrite)
RF[writeRegister] <= writeData;
end
integer i;
initial 
begin
for(i=0;i<32;i=i+1)
begin
RF[i]<=i;
end
end
endmodule
==> run.sh <==
#!/bin/bash
# OpenROAD 26Q1-2900-gdf79404cd8, Yosys 0.63+post, stock flow scripts
make -C /OpenROAD-flow-scripts/flow DESIGN_CONFIG=/design/flow/config.mk WORK_HOME=/design/flow/orfs finish
==> config.mk <==
export PLATFORM = sky130hd
export DESIGN_NAME = RegisterFile
export DESIGN_NICKNAME = RegisterFile
export VERILOG_FILES = /design/flow/design.v
export SDC_FILE = /design/flow/constraint.sdc
export NUM_CORES = 4
export LEC_CHECK = 1
export CORE_UTILIZATION = 40
==> constraint.sdc <==
current_design RegisterFile

set clk_period 9.8
set clk_io_pct 0.2

create_clock -name clk0 -period $clk_period [get_ports {clk}]

set non_clock_inputs [all_inputs -no_clocks]
set_input_delay [expr $clk_period * $clk_io_pct] -clock clk0 $non_clock_inputs
set_output_delay [expr $clk_period * $clk_io_pct] -clock clk0 [all_outputs]
==> out/results.tsv <==
stage	metric	value	unit
sta	fin_crit	7.381	ns
clock_tree	holdBufCountCts	0	
yosys	post_synth_instance_area	57680	µm²
sta	setup_repair_after_global_routing_missed_its_margin	false	
sta	slew-limit-headroom	0.3568	
power	power.ir.vdd_worst	0.2026	mV
floorplan	dieHeight	381.7	µm
yosys	yosysChipArea	57680	µm²
yosys	synth.area.mux_share	0.2666	
sta	finalClockPeriodUsage	0.7531	
placement	gp_routability_congestion	0.9460	
yosys	synth_xor_xnor_area_share	0	
routing	detailedRoute.firstPassIterationCount	7	
clock_tree	clock_tree.buffer_depth	3	
critical_path	worst_setup_path_end_kind	output port	
cells_and_area	largest_register_ff_count	1024	
routing	totalWireLength	210.6	mm
yosys	post_synth_main_area_contributors	edfxtp_1, mux2i_1, a22oi_1, a22o_1, nand3_1	
clock_tree	tritoncts_sinks	1024	
clock_tree	clockRootBuffer	clkbuf_16	
power	design_power_total	10.39	mW
yosys	ys_seq_elements	1024	
cells_and_area	largest-register	RF	
cells_and_area	layout.cells.most_common_list	mux2i_1, edfxtp_1, nand3_1	
cells_and_area	layout-drive-gt1-share	0.08268	
routing	routed-via-count	41310	
worst_hold_path	min_from	writeData[19]	
floorplan	design.die.area	145700	µm²
clock_tree	cts_made_buffers	111	
power	cellPowerDensity	160.7	nW/µm²
sta	fmax	135.5	MHz
clock_tree	tritoncts	yes	
routing	routedWlPerCell	31.98	µm
yosys	top_logic_kind	multiplexers	
global_routing	antenna_violations_before_repair	8	
sta	final_hold_viol_count	0	
yosys	yosys.stat.seqShare	0.5331	
routing	drcViolationCount	0	
placement	pre_cts_ws	2.484	ns
routing	detail_route.iter0.violations	2672	
global_routing	grt_start_max_net_pins	91	
outcome	result_of_the_run	completed	
clock_tree	post_cts.resized_instances	0	
critical_path	cp_data_required_time	7.84	ns
global_routing	first_global_vias	42370	
global_routing	grt_overflow	0	
worst_hold_path	holdCritPathClass	in -> reg	
routing	detail-route-antenna-nets	0	
cells_and_area	instances_no_fill	6586	
placement	place_hpwl	118.6	mm
sta	worstMarginPinSlew	0.9648	ns
floorplan	floorplan.io_pins	150	
global_routing	grt_pass1_wl	296.0	mm
routing	post_drt_via_cell_ratio	6.272	
sta	postLayoutSetupSlackWorst	2.419	ns
critical_path	crit_fanout	26	
job	max_cap_viol_count	0	
global_routing	gr-usage-all-layers	0.3020	
sta	whs	2.034	ns
floorplan	floorplanUtilization	0.4054	
critical_path	crit_path_start	readRegister1[0]	
clock_tree	post_cts_buffers	0	
cells_and_area	postLayoutCoreUtil	0.4546	
yosys	top_area_frac	0.5331	
yosys	synth_adder_area_share	0	
placement	place.detailed.instances	6376	
power	cellLeakagePower	24.67	nW
yosys	yosys_cells	4544	
cells_and_area	fin_area	64670	µm²
yosys	largest_area_cell	edfxtp_1	
clock_tree	htree_num_levels	3	
yosys	post_synth_ao_oa_area_fraction	0.1020	
floorplan	die.size.x	381.7	µm
critical_path	worstPathArrival	5.42	ns
yosys	synthCells	4544	
floorplan	std_cell_rows	138	
yosys	avgSynthCellArea	12.69	µm²
yosys	synth.cellmix.simpleShare	0.05803	
cells_and_area	largest_registers	RF x1024	
clock_tree	clk_transition_reported_paths	0.06	ns
yosys	yosys_warnings	1	
cells_and_area	areaGrowthSynthToFinish	12.13	%
placement	numPortBuffers	149	
critical_path	worstSetupStartpointType	input port	
cells_and_area	mostFrequentLayoutCell	mux2i_1	
job	warnings	26	
floorplan	placeableCoreArea	142300	µm²
yosys	yosys.cell_types.count	24	
sta	setup_total_negative_slack	0	ns
critical_path	path_class	in -> out	
sta	final-max-slew-violation-count	0	
placement	dpl_cell_area	61110	µm²
sta	setup_viol	0	
[worst max-delay path, cell delays in order]
cell and delay (ns):
clkdlybuf4s50_1 0.54, nor2_4 0.69, buf_4 0.51, buf_4 0.48, a22o_1 0.22, nor3_1 0.05, a31oi_1 0.24, nand3_1 0.23
clkdlybuf4s50_1 0.47
[cell type report]
class | instances | area [µm²]
Fill cell | 12470 | 77600
Sequential cell | 1024 | 30750
Multi-Input combinational cell | 3141 | 24940
Timing Repair Buffer | 321 | 3060
Clock buffer | 134 | 2907
Tap cell | 1890 | 2365
Clock inverter | 73 | 643.1
Antenna cell | 3 | 7.507
[cells in the mapped netlist]
cell	instances
or2_2	3
nand2b_1	6
and2_1	3
buf_6	60
buf_4	76
buf_1	19
clkbuf_4	6
clkbuf_1	106
mux2i_1	1536
nor2b_1	5
nor3_1	96
or3_1	1
nand3b_1	5
a21oi_1	288
nand3_1	290
a22oi_1	288
buf_2	112
and2b_1	1
a31oi_1	96
nand2_1	292
nor2_1	36
or3b_2	3
a22o_1	192
edfxtp_1	1024
[final timing paths]
kind  cells after the start  slack (ns)             to
max                       9        2.42  readData1[14]
min                       2        2.03     RF[17][19]
[power by group]
part	leakage, nW	internal [mW]	total [mW]	switching, mW
clock network	1.75	2.37	4.16	1.80
logic	13.7	0.495	1.32	0.830
registers	9.22	4.88	4.91	0.0316
[per-layer routing]
| metal | GRT usage | wire length [µm] | vias to the layer above | part of all wire |
|---|---|---|---|---|
| li1 | - | - | 17990 | - |
| met1 | 0.3761 | 75680 | 20190 | 0.36 |
| met2 | 0.4312 | 92250 | 2602 | 0.44 |
| met3 | 0.1872 | 31980 | 493 | 0.15 |
| met4 | 0.1192 | 10330 | 22 | 0.049 |
| met5 | 0.01587 | 340 | - | 0.0016 |
[logic make-up after synthesis]
family                 count (synthesis)
flip-flops                          1024
AND/OR/NAND/NOR                      741
AND-OR/OR-AND                        864
buffers and inverters                379
multiplexers                        1536
Power figures rest on the tool's default switching activity, not on a simulated workload.
