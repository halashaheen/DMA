==> design.v <==
`timescale 1ns / 1ps
module pc(write ,read , clk , reset );
input clk , reset ;
input [31:0] write ;
output reg [31:0] read ;
always@(posedge clk)
begin 
if(reset)
begin 
read <= 32'b0 ;
end
else 
read <= write ;
end
endmodule 
==> run.sh <==
#!/bin/bash
# OpenROAD 26Q1-2900-gdf79404cd8, Yosys 0.63+post, stock flow scripts
make -C /OpenROAD-flow-scripts/flow DESIGN_CONFIG=/design/flow/config.mk WORK_HOME=/design/flow/orfs finish
==> config.mk <==
export PLATFORM = sky130hd
export DESIGN_NAME = pc
export DESIGN_NICKNAME = pc
export VERILOG_FILES = /design/flow/design.v
export SDC_FILE = /design/flow/constraint.sdc
export NUM_CORES = 4
export LEC_CHECK = 1
export CORE_AREA = 10 10 90 90
export DIE_AREA = 0 0 100 100
==> constraint.sdc <==
current_design pc

set clk_period 1.0
set clk_io_pct 0.2

create_clock -name clk0 -period $clk_period [get_ports {clk}]

set non_clock_inputs [all_inputs -no_clocks]
set_input_delay [expr $clk_period * $clk_io_pct] -clock clk0 $non_clock_inputs
set_output_delay [expr $clk_period * $clk_io_pct] -clock clk0 [all_outputs]
==> impl_metrics.ini <==
; flow metrics
[floorplan]
total_core_area_um2 = 6280
chipWidth_um = 100
core.rowCount = 29
initial_core_util = 0.138
die-height_um = 100
top_level_ports = 66
die_area_um2 = 10000

[setup_path]
critical_path_peak_fanout = 1
worstPathCellList = clkdlybuf4s15_1
startpoint_type = register
timing_worst_setup_path_type = register to output port
critPathSlowestCell = sky130_fd_sc_hd__dfxtp_1
timing.critical_path.from = read[16]
worst_path_largest_cell_delay_ns = 0.31
cp.buffers_inverters = 1
worst-endpoint-arrival_ns = 0.76
timing.critical_path.to_type = output port
required_ns = 0.80
critical-path-top-delay-family = flip-flops

[cells_and_area]
stdcell_count = 214
final_cell_area_um2 = 1620
area_delta_synth_final_pct = 87.1
postLayoutCoreUtil = 0.257
mi_logic_area_um2 = 200
fillCellCount = 667
registers.top_by_ff_count = read
largest_register_ffs = 32
layout-drive-gt1-share = 0.263
register_area_um2 = 656
layout_top_registers = read (32)

[power_and_ir_drop]
leakage_nw = 0.663
pwr_density_cell_nw_per_um2 = 1570
power.clock.fraction = 0.358
comb_power_share = 0.104
power.share.switching = 0.200
fin_total_pwr_mw = 2.54
intPower_mw = 2.03
vdd.ir_drop.worst_mv = 0.471
pwr-share-seq = 0.538
total_switching_power_mw = 0.508

[synth]
ys.flops = 32
synth-area-yosys_um2 = 863
post_synth_most_frequent_cells = sky130_fd_sc_hd__dfxtp_1, sky130_fd_sc_hd__nor2b_1, sky130_fd_sc_hd__buf_4
synth.yosys.warnings = 1
synth.cell_area_um2 = 863
synthArstFlopShare = 0
synth_cells = 67
synthFlopType = sky130_fd_sc_hd__dfxtp_1
synth.lib_cells_used.distinct = 3
synthesis.area_per_instance_um2 = 12.9
synth.top_cells.by_area = sky130_fd_sc_hd__dfxtp_1, sky130_fd_sc_hd__nor2b_1, sky130_fd_sc_hd__buf_4
largest_area_cell = sky130_fd_sc_hd__dfxtp_1
netlist.area_leader.share = 0.742
share_of_the_yosys_chip_area_belonging_to_registers = 0.742
count_of_flip_flops_with_a_built_in_enable_after_synthesis = 0
cells_yosys = 67

[grt]
grt_max_degree = 33
initial_antenna_violation_count = 0
globalRouteOverflowTotal = 0
grt_pass1_wl_mm = 4.13
first_global_vias = 776
grt_usage = 0.0520

[hold_path]
holdCritPathClass = primary input to register
min-delay-start = write[4]

[run_status]
outcome = completed

[drt]
detail_route.vias_per_cell = 3.21
drtPass1Iterations = 2
antenna_cells_inserted = 0
initialDrtViolationCount = 1
routed_wl_mm = 2.51
drt_drc_violations_left = 0
antenna_violating_nets_post_route = 0
drt-wirelength-per-cell_um = 11.7
vias_post_dr = 686

[sta]
timing_hold_violations_final = 0
worst_pin_slew_ns = 0.143
timing_max_transition_violations_final = 0
achievable-frequency_ghz = 1.04
setup-violations-final = 0
period_minus_slack_ns = 0.960
worst_hold_slack_ns = 0.466
timing.slew.headroom = 0.905
period_used_share = 0.960

[run]
tool_warnings = 25
cap_violations = 0

[place]
dp.cells = 207
gpl.final_weighted_congestion = 0.674
postPlaceCellArea_um2 = 1610
post-dp-hpwl_mm = 2.05
place.port_buffers = 65

[clock_network]
clock_sinks = 32
clk_root_buffer_cell = sky130_fd_sc_hd__clkbuf_8
post_cts_clock_slew_at_the_launch_and_capture_registers_of_the_worst_setup_and_hold_paths_ns = 0.06
numCtsBuffers = 5
ctsHtreeMaxLevel = 2
clockBufferDepth = 2
cts_tree = yes
placed cells by master (no fill, tap or decap):
| master | instances |
|---|---|
| sky130_fd_sc_hd__clkinv_2 | 1 |
| sky130_fd_sc_hd__clkdlybuf4s50_1 | 33 |
| sky130_fd_sc_hd__dfxtp_1 | 20 |
| sky130_fd_sc_hd__clkdlybuf4s15_1 | 15 |
| sky130_fd_sc_hd__nor2b_1 | 32 |
| sky130_fd_sc_hd__dfxtp_2 | 12 |
| sky130_fd_sc_hd__buf_12 | 1 |
| sky130_fd_sc_hd__buf_2 | 2 |
| sky130_fd_sc_hd__clkbuf_1 | 1 |
| sky130_fd_sc_hd__clkbuf_2 | 15 |
| sky130_fd_sc_hd__clkbuf_8 | 5 |
stage by stage:
| step | TNS (ns) | worst slack, ns |
|---|---|---|
| 6_report | 0 | 0.0403 |
| 4_1_cts | 0 | 0.00564 |
| 3_5_place_dp | -3.01 | -0.106 |
| 5_1_grt | -0.000885 | -0.000885 |
| 3_3_place_gp | -2.69 | -0.0909 |
| 2_1_floorplan | 0 | 0.509 |
cells by family (layout without fill, tap and decap cells):
| kind of cell | Yosys count | after routing | synth area share |
|---|---|---|---|
| flip-flops | 32 | 32 | 0.742 |
| AND/OR/NAND/NOR | 32 | 32 | 0.232 |
| buffers and inverters | 3 | 73 | 0.0261 |
repair_timing:
item                                    in CTS  in global routing
endpoints found under the setup margin      32                 19
hold buffers                                 0                  0
setup buffers                                0                  0
resized                                     70                 25
endpoints found under the hold margin        0                  0
metal layers:
metal	wire length, µm	track usage	vias to the layer above
met3	361	0.0389	5
met5	0	0	-
li1	-	-	337
met4	40	0.00761	0
met2	1200	0.0846	37
met1	906	0.0539	307
power groups by stage:
stage | logic [mW] | clock network [mW] | registers [mW]
4_1_cts | 0.290 | 0.984 | 1.36
5_1_grt | 0.296 | 1.05 | 1.37
6_report | 0.265 | 0.907 | 1.36
area by class of cell:
cell class                 instances  area share
clock buffer                       6      0.0449
clock inverter                     1     0.00310
timing repair buffer              66       0.363
multi-input combinational         32       0.124
tap                               77      0.0596
sequential                        32       0.406
path summary, 6_finish.rpt:
kind	end	slack (ns)	cells after the start
worst max-delay path	read[16]	0.04	1
worst min-delay path	read[4]	0.47	2
Power is estimated from default activity; no workload was simulated.
